File: ./run.sh
#!/bin/bash
# OpenROAD 26Q1-2900-gdf79404cd8, Yosys 0.63+post, stock flow scripts
make -C /OpenROAD-flow-scripts/flow DESIGN_CONFIG=/design/flow/config.mk WORK_HOME=/design/flow/orfs finish
File: ./config.mk
export PLATFORM = sky130hd
export DESIGN_NAME = LMS
export DESIGN_NICKNAME = LMS
export VERILOG_FILES = /design/flow/design.v
export SDC_FILE = /design/flow/constraint.sdc
export NUM_CORES = 4
export LEC_CHECK = 1
export CORE_UTILIZATION = 30
File: ./constraint.sdc
current_design LMS

set clk_period 48.5
set clk_io_pct 0.2

create_clock -name clk0 -period $clk_period [get_ports {Clk}]

set non_clock_inputs [all_inputs -no_clocks]
set_input_delay [expr $clk_period * $clk_io_pct] -clock clk0 $non_clock_inputs
set_output_delay [expr $clk_period * $clk_io_pct] -clock clk0 [all_outputs]
File: ./design.v
module LMS (
    input Clk, Rst,
    input signed [15:0] x_in,  
    output signed [15:0] y_out,  
    output signed [15:0] w0, w1, w2, w3,  
    output signed [15:0] err  
);
  parameter signed [15:0] gamma = 16'b0000001100110011;  
reg signed [15:0] wn[0:3], x[0:3] ;
wire signed [15:0] wn_u[0:3];
wire signed [15:0] fir_out, m1,m2,m3,m4, m12,m22,m32,m42;
wire signed [31:0] m11,m21,m31,m41, m13,m23,m33,m43, y_out1;
reg signed [15:0] d_in;
FIR_Filter fir(
    .Clk(Clk),
    .Rst(Rst),
    .x(x_in),
    .d(fir_out)
  );
  always@(*)
    begin
      if(Rst)
        d_in <= 0;
      else
        d_in <= fir_out;
    end
always@(posedge Clk or posedge Rst)
    if(Rst)
    begin
        x[3]<=16'b0;
        x[2]<=16'b0;
        x[1]<=16'b0;
        x[0]<=16'b0;
    end
    else
    begin
        x[3]<=x[2]; 
        x[2]<=x[1];
        x[1]<=x[0];
        x[0]<=x_in;
    end
    assign y_out1 = $signed(wn[0])*$signed(x[0]) + $signed(wn[1])*$signed(x[1]) + $signed(wn[2])*$signed(x[2]) + $signed(wn[3])*$signed(x[3]);
    assign y_out = y_out1[27:12];
assign m11 = $signed(err)*$signed(x[0]);
assign m12 = m11[27:12];
assign m13 = $signed(gamma)*$signed(m12);
assign m1 = m13[27:12];
assign m21 = $signed(err)*$signed(x[1]);
assign m22 = m21[27:12];
assign m23 = $signed(gamma)*$signed(m22);
assign m2 = m23[27:12];
assign m31 = $signed(err)*$signed(x[2]);
assign m32 = m31[27:12];
assign m33 = $signed(gamma)*$signed(m32);
assign m3 = m33[27:12];
assign m41 = $signed(err)*$signed(x[3]);
assign m42 = m41[27:12];
assign m43 = $signed(gamma)*$signed(m42);
assign m4 = m43[27:12];
assign wn_u[0] = wn[0] + m1;
assign wn_u[1] = wn[1] + m2;
assign wn_u[2] = wn[2] + m3;
assign wn_u[3] = wn[3] + m4;
always@( posedge Clk or posedge Rst)
    begin
    if(Rst)
        begin
         wn[0] <= 16'b0000000000000000;
         wn[1] <= 16'b0000000000000000;
         wn[2] <= 16'b0000000000000000;
         wn[3] <= 16'b0000000000000000;
        end
     else
        begin	
         wn[0] <= wn_u[0];
         wn[1] <= wn_u[1];
         wn[2] <= wn_u[2];
         wn[3] <= wn_u[3];  
        end
    end
    assign w0 = wn[0];
    assign w1 = wn[1];
    assign w2 = wn[2];
    assign w3 = wn[3];
    assign err = d_in - y_out;
endmodule
module FIR_Filter (
  input Clk,
  input Rst,
  input signed [15:0] x,
  output signed [15:0] d
);
  reg signed [15:0] w0, w1, w2, w3;
  reg signed [15:0] xn_0, xn_1, xn_2, xn_3;
  reg signed [31:0] d1;
  always @(posedge Clk) 
  begin
    if (Rst) 
	    begin
	      xn_0 <= 0;
	      xn_1 <= 0;
	      xn_2 <= 0;
	      xn_3 <= 0;
	      d1 <= 0;
	    end 
    else 
	    begin
	      xn_3 <= xn_2;
	      xn_2 <= xn_1;
	      xn_1 <= xn_0;
	      xn_0 <= x;
	      d1 <= w0*xn_0 + w1*xn_1 + w2*xn_2 + w3*xn_3;
	    end
  end
  assign d = d1[27:12];
  initial 
  begin
    w0 =  16'b0000100000000000;
    w1 =  16'b0000100000000000;
    w2 =  16'b0000100000000000;
    w3 =  16'b0000100000000000;
  end
endmodule
==> reports/qor.yml <==
sta:
  fin_tns_setup_ps: 0
  slew_headroom_pct: 23.7
  period_minus_slack_ps: 24730
  final-max-slew-violation-count: 0
  fin_crit_sh_pct: 51.0
  max_freq_mhz: 40.4
  hold_viol_final: 0
  rsz0062_at_grt: "no"
  tightestPinTransition_ps: 1140
  setup_viol: 0
  finClkSkew_ps: 59.7
die:
  placementRows: 200
  die_h_um: 549
  chip_area_mm2: 0.301
  fp_util_pct: 30.2
  core_mm2: 0.297
  io_pins: 114
  fp.dieW_um: 549
worst_setup_path:
  startpoint_type: "input port"
  path_class: "in -> reg"
  cp_top_family: "adder cells"
  critical_path.max_stage_delay_ps: 600
  cp_common_cell: "fa_1"
  critPathLaunch: "Rst"
  critPathBufInv: 11
  cp.arrival_ps: 25330
  critical_path.slowest_cell: "o21ai_0"
  end_kind: "flip-flop"
  worst-path-max-fanout: 53
  rr_startpoint: "x[3][3]$_DFF_PP0_"
  cp.required_ps: 49100
synthesis:
  synthesis.area_mm2: 0.0896
  flop_cell: "dfrtp_1"
  edf_count: 0
  synthCells: 9309
  ys_cells: 9309
  synth-warning-count: 4
  ys_types: 85
  synth.avg_cell_area_um2: 9.63
  yosysSeqAreaShare_pct: 5.36
  ys_chip_area_mm2: 0.0896
  synth.area.top_cells: "fa_1 (49%), ha_1 (12%), inv_1 (9.4%), and2_1 (6.8%), nand2_1 (3.8%)"
  top_cells_by_count: "inv_1 (2242), fa_1 (2199), and2_1 (974)"
  synth.most_common_cell: "inv_1"
  synth_area_leader_cell: "fa_1"
  ys_async_sr_fraction_pct: 61.5
  ys.flops: 208
  top_cell_area_share_pct: 49.1
routing:
  vias_per_cell: 4.49
  wirelength_um: 240000
  drc_errors: 0
  drtIter0Drc: 2097
  wl_per_cell_um: 18.1
  vias: 59500
  ant_nets: 0
  drt_pre_antenna_iters: 5
job:
  maxCapViolCount: 0
  warnings: 50
clock_tree:
  cts-root-buf: "clkbuf_16"
  clockBufferDepth: 3
  post_cts_buffers: 0
  worstSkewPairLatency_ps: 720
  cts_hold_buf: 0
  cts.repair.resized: 0
  htree_levels: 1
  cts_sinks: 208
  numCtsBuffers: 30
  cts_tree: "built"
  cts.clk_slew.worst_paths_ps: 60
placement:
  portBuffers: 113
  dpl.hpwl_um: 196000
  place_congestion: 0.972
  post_dp_cell_area_mm2: 0.0958
worst_hold_path:
  hold_start: "fir.xn_1[7]$_SDFF_PP0_"
  min_path_type: "reg -> reg"
finish:
  nFillCells: 30200
  final_cell_area_mm2: 0.0969
  area_delta_synth_final_pct: 8.10
  drive_above_1_share_pct: 3.14
global_routing:
  gr-total-overflow: 0
  grt_max_degree: 60
  grt_pass1_wl_um: 386000
  grt_antenna_before_repair: 10
  grt_usage_pct: 17.7
  grt_pass1_vias: 65800
status:
  status: "complete, no violations"
## placed cells by master (no fill, tap or decap), drive strengths merged, types with 5 or more instances in the layout
cell / n
inv: 2248
fa: 2199
and2: 974
nand2: 913
ha: 882
xnor2: 320
nor2: 207
nor2b: 199
buf: 191
a21oi: 139
dfrtp: 128
clkdlybuf4s50: 112
xor2: 93
dfxtp: 80
a21o: 73
o21ai: 69
nor3: 56
nand2b: 48
o21a: 42
clkbuf: 40
o21bai: 36
nand3: 24
o211ai: 17
mux2i: 15
nand4: 14
a211oi: 14
and3: 11
clkinv: 10
o41ai: 9
or2: 9
a21boi: 9
xnor3: 9
a31o: 7
a31oi: 6
diode: 5
and4: 5
or3: 5
a311o: 5
## layout make-up
type / count / area (um^2) / share of cell area (%)
clock buffer: 40 / 858 / 0.886
tap: 3939 / 4930 / 5.09
clock inverter: 16 / 190 / 0.196
inverter: 2246 / 8440 / 8.71
multi-input combinational: 6481 / 75100 / 77.5
sequential: 208 / 4800 / 4.96
timing repair buffer: 303 / 2550 / 2.64
antenna: 5 / 12.5 / 0.0129
## cells by family (layout without fill, tap and decap cells)
logic type                 count (synthesis)  in the layout  share of synthesized area [%]
other                                      0              5                              0
AOI/OAI and AO/OA                        475            475                           3.54
muxes                                     15             15                          0.168
buffers and inverters                   2620           2605                           11.0
adders and majority gates               3081           3081                           61.4
xor gates and xnor gates                 424            424                           4.33
and+or+nand+nor                         2486           2486                           14.2
DFF                                      208            208                           5.36
## flip-flops by register name, indices dropped and copies added (netlist names)
signal    cells
fir.xn_3     16
fir.xn_2     16
fir.d1       16
fir.xn_1     16
fir.xn_0     16
x            64
wn           64
## per-stage QoR
step	worst slack, ps	util [%]	hold slack (ps)	std cells
2_1_floorplan	22470	-	349	9309
3_3_place_gp	23180	32.3	470	13200
3_5_place_dp	23070	32.3	470	13200
4_1_cts	23730	32.6	481	13200
5_1_grt	22660	32.6	496	13200
6_report	23770	32.6	481	13200
## layer usage
layer,up-vias,wire (um),global-route usage (%)
met5,-,379,0.934
li1,27100,-,-
met1,30100,94700,22.9
met2,2013,108000,26.8
met3,268,30300,9.51
met4,14,6730,3.68
## worst paths after layout
kind	endpoint	slack, ps	cells after the start
min	fir.xn_2[7]$_SDFF_PP0_	480	1
min in group asynchronous	wn[0][10]$_DFF_PP0_	9180	2
max reg2reg	wn[0][15]$_DFF_PP0_	24810	81
max in group asynchronous	wn[2][9]$_DFF_PP0_	37200	5
max	wn[0][15]$_DFF_PP0_	23770	59
min reg2reg	fir.xn_2[7]$_SDFF_PP0_	480	1
